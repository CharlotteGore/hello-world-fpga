## flow/run.sh

```bash
#!/bin/bash
# OpenROAD 26Q1-2900-gdf79404cd8, Yosys 0.63+post, stock flow scripts
make -C /OpenROAD-flow-scripts/flow DESIGN_CONFIG=/design/flow/config.mk WORK_HOME=/design/flow/orfs finish
```

## flow/config.mk

```make
export PLATFORM = sky130hd
export DESIGN_NAME = RAM_async_tristate
export DESIGN_NICKNAME = RAM_async_tristate
export VERILOG_FILES = /design/flow/design.v
export SDC_FILE = /design/flow/constraint.sdc
export NUM_CORES = 4
export LEC_CHECK = 1
export CORE_UTILIZATION = 30
export SYNTH_MEMORY_MAX_BITS = 65536
```

## flow/constraint.sdc

```tcl
current_design RAM_async_tristate

set clk_period 103.4
set clk_io_pct 0.2

create_clock -name clk0 -period $clk_period [get_ports {clk}]

set non_clock_inputs [all_inputs -no_clocks]
set_input_delay [expr $clk_period * $clk_io_pct] -clock clk0 $non_clock_inputs
set_output_delay [expr $clk_period * $clk_io_pct] -clock clk0 [all_outputs]
```

## flow/design.v

```verilog
module RAM_sync(clk, addr, din, dout, we);
  parameter A = 10;  
  parameter D = 8;   
  input  clk;		 
  input  [A-1:0] addr;	 
  input  [D-1:0] din;	 
  output [D-1:0] dout;	 
  input  we;		 
  reg [D-1:0] mem [0:(1<<A)-1];  
  always @(posedge clk) begin
    if (we)		 
      mem[addr] <= din;	 
    dout <= mem[addr];	 
  end
endmodule
module RAM_async(clk, addr, din, dout, we);
  parameter A = 10;  
  parameter D = 8;   
  input  clk;		 
  input  [A-1:0] addr;	 
  input  [D-1:0] din;	 
  output [D-1:0] dout;	 
  input  we;		 
  reg [D-1:0] mem [0:(1<<A)-1];  
  always @(posedge clk) begin
    if (we)		 
      mem[addr] <= din;	 
  end
  assign dout = mem[addr];  
endmodule
module RAM_async_tristate(clk, addr, data, we);
  parameter A = 10;  
  parameter D = 8;   
  input  clk;		 
  input  [A-1:0] addr;	 
  inout  [D-1:0] data;	 
  input  we;		 
  reg [D-1:0] mem [0:(1<<A)-1];  
  always @(posedge clk) begin
    if (we)		  
      mem[addr] <= data;  
  end
  assign data = !we ? mem[addr] : {D{1'bz}};  
endmodule
```

==> job_summary.md <==
## Implementation flow summary

| Metric | Value |
|---|---|
| Outcome | did not finish |
| Fail Step | clock tree synthesis (4_1_cts) |
| Stop Error | [error] [KeplerFormal.cpp:679] Workflow failed: Iso has multiple drivers: .data5, place1306.X0 |
| Placed Area | 335000 um2 |
| DP Wirelength | between 500000 and 600000 um |
| Post-synth EDFFs | 8192 |
| Distinct cells, synth | 58 |
| Die Y-Extent | 1030 um |
| Rows | between 300 and 400 |
| Num CTS Buffers | 800 |
| Syn avg cell area | approximately 19 um2 |
| Most common cell in the netlist | edfxtp_1 |
| Top-area cell share | 77.8% |
| CTS root buffer | clkbuf_16 |
| Gpl congestion | about 0.89 |
| Htree depth | 6 |
| Placement Setup Slack | 52830 ps |
| Post-CTS Setup Bufs | 0 |
| Syn Inst Count | 16700 |
| Mapped cell area | 316000 um2 |
| Port bufs | 11 |
| Yosys warning count | 2 |
| # clock sinks | 8192 |
| Registers, synthesis | 8192 |
| FP Util | 30.1% |
| CTS hold repair buffers | 0 |
| Post_cts resized | 0 |
| Biggest area consumer among synthesized cells | edfxtp_1 |
| Yosys Chip Area | around 320000 um2 |
| CTS max path bufs | 4 |
| Biggest area cells | edfxtp_1 (78%), mux2i_1 (8.5%), mux4_2 (5.3%), o22ai_1 (2.2%), nor2_1 (1.6%) |
| Synth cell count leaders | edfxtp_1 (8192), mux2i_1 (2684), nor2_1 (1384) |
| Register area share after synthesis | 77.8% |
| DIE WIDTH | ~1000 um |
| Yosys cell count | 16700 |
| Ports | 20 |
| Post-synthesis async set-or-reset flop share | 0% |
| Commonest flop | edfxtp_1 |
[through the flow]
| stage | instances | total power [W] | utilization (%) |
|---|---|---|---|
| floorplan | 16700 | 0.00432 | - |
| global placement | 30300 | 0.00438 | 32.0 |
| detailed placement | 30300 | 0.00438 | 32.0 |
[logic make-up after synthesis]
kind of cell / share of synthesized area, %
AOI/OAI and AO/OA: 3.79
buffers and inverters: 1.62
muxes: 13.9
DFF: 77.8
and+or+nand+nor: 2.87
Power and IR drop assume default switching activity.
