`flow/run.sh`:
```
#!/bin/bash
# OpenROAD 26Q1-2900-gdf79404cd8, Yosys 0.63+post, stock flow scripts
make -C /OpenROAD-flow-scripts/flow DESIGN_CONFIG=/design/flow/config.mk WORK_HOME=/design/flow/orfs finish
```
`flow/config.mk`:
```
export PLATFORM = sky130hd
export DESIGN_NAME = datarom
export DESIGN_NICKNAME = datarom
export VERILOG_FILES = /design/flow/design.v
export SDC_FILE = /design/flow/constraint.sdc
export NUM_CORES = 4
export LEC_CHECK = 1
export CORE_AREA = 10 10 88 88
export DIE_AREA = 0 0 98 98
export SYNTH_MEMORY_MAX_BITS = 65536
```
`flow/constraint.sdc`:
```
current_design datarom

set clk_period 2.5
set clk_io_pct 0.2

create_clock -name clk0 -period $clk_period

set non_clock_inputs [all_inputs -no_clocks]
set_input_delay [expr $clk_period * $clk_io_pct] -clock clk0 $non_clock_inputs
set_output_delay [expr $clk_period * $clk_io_pct] -clock clk0 [all_outputs]
```
`flow/design.v`:
```
module datarom(clk, row, col, digit);
  input clk;
  input [4:0] row;
  input [4:0] col;
  output reg [6:0] digit;
  reg [6:0] bitarray[0:31][0:31];  
  assign digit = bitarray[row][col];
  integer i, j;
  initial begin
    for (i = 0; i <= 32; i++)
      for (j = 0; j <= 32; j++) 
        bitarray[i][j] = 7'b0100000; 
    bitarray[0][0] = 7'h47;
bitarray[0][1] = 7'h6f;
bitarray[0][2] = 7'h72;
bitarray[0][3] = 7'h65;
bitarray[0][4] = 7'h4f;
bitarray[0][5] = 7'h53;
bitarray[0][6] = 7'h20;
bitarray[0][7] = 7'h76;
bitarray[0][8] = 7'h30;
bitarray[0][9] = 7'h2e;
bitarray[0][10] = 7'h31;
bitarray[0][11] = 7'h20;
bitarray[0][12] = 7'h32;
bitarray[0][13] = 7'h30;
bitarray[0][14] = 7'h32;
bitarray[0][15] = 7'h30;
    bitarray[2][0] = 7'h41;
    bitarray[2][1] = 7'h72;
    bitarray[2][2] = 7'h72;
    bitarray[2][3] = 7'h65;
    bitarray[2][4] = 7'h73;
    bitarray[2][5] = 7'h74;
    bitarray[2][6] = 7'h20;
    bitarray[2][7] = 7'h74;
    bitarray[2][8] = 7'h68;
    bitarray[2][9] = 7'h65;
    bitarray[2][10] = 7'h20;
    bitarray[2][11] = 7'h63;
    bitarray[2][12] = 7'h6f;
    bitarray[2][13] = 7'h70;
    bitarray[2][14] = 7'h73;
    bitarray[2][15] = 7'h20;
    bitarray[2][16] = 7'h74;
    bitarray[2][17] = 7'h68;
    bitarray[2][18] = 7'h61;
    bitarray[2][19] = 7'h74;
bitarray[3][0] = 7'h6d;
bitarray[3][1] = 7'h75;
bitarray[3][2] = 7'h72;
bitarray[3][3] = 7'h64;
bitarray[3][4] = 7'h65;
bitarray[3][5] = 7'h72;
bitarray[3][6] = 7'h65;
bitarray[3][7] = 7'h64;
bitarray[3][8] = 7'h20;
bitarray[3][9] = 7'h42;
bitarray[3][10] = 7'h72;
bitarray[3][11] = 7'h69;
bitarray[3][12] = 7'h6f;
bitarray[3][13] = 7'h6e;
bitarray[3][14] = 7'h6e;
bitarray[3][15] = 7'h61;
bitarray[3][16] = 7'h20;
bitarray[3][17] = 7'h54;
bitarray[3][18] = 7'h61;
bitarray[3][19] = 7'h79;
bitarray[3][20] = 7'h6c;
bitarray[3][21] = 7'h6f;
bitarray[3][22] = 7'h72;
  end
endmodule
```
==> deck_impl_summary.md <==
Implementation Results

Global route
  • First-pass GRT wire length: 6000 um
  • Initial antenna violation count: 0
  • Vias in the first global route: ~1200
  • Global Route Usage Sum: 0.0715
  • Largest net degree at the start of global routing: 18
  • Congestion Overflow GR: 0

Yosys
  • Synth Area per Inst: around 7 sq um
  • Distinct lib cells: 46
  • Seq/Total Area, Yosys: 0
  • Yosys Warn Count: 2
  • Post-Synthesis Cells: ~130
  • Cell Area, Synth: slightly below 900 sq um
  • Yosys synthesis chip area: between 800 and 900 sq um
  • # Cells Yosys: 128

Placed design
  • HPWL after DPL: 2500 um
  • Gp weighted congestion: about 0.9
  • # port buffers: 17
  • Pre-CTS worst setup slack: -0.719 ns

Clock tree
  • Hold Buf Count CTS: 0

Setup path
  • CP Capture Type: output pin
  • Crit path largest cell delay: 0.31 ns
  • CP Data Arrival Time: about 2.0 ns
  • Most frequent CP cell: buf_4
  • Critical Path RT: ~2 ns
  • CP Class: input pin to output pin
  • Worst Path Max Fanout: 4
  • Worst setup SP type: input pin
  • Critical Path, Cell by Cell: buf_4 > inv_4 > ha_4 > buf_4 > mux2i_1 > o21ai_1 > a221o_1 > o2111a_1 > dlygate4sd2_1
  • Slowest CP cell: a221o_1

Floorplan
  • # rows: 28
  • Initial Util: 0.149
  • Core Footprint: 0.00592 sq mm
  • Die Span X: 98 um
  • Chip Area: 0.00960 sq mm
  • Die y size: 98 um
  • IO Pins: 18

STA
  • Final hold vios: 0
  • Minimum clock period: roughly 2.4 ns
  • Final worst setup slack: 0.0513 ns
  • Worst rel slew slack: 0.813
  • Worst hold slack: 1.62 ns
  • Slew Viols, Final: 0
  • Setup TNS: 0 ns
  • Post-layout period usage: 0.979
  • Worst Tran Pin Value: 0.278 ns
  • Peak Freq: between 400 and 500 MHz
  • Final Setup Violations: 0

Finish
  • Final core utilization: 0.288
  • Filler instances: 594
  • Layout cells sized above 1: 0.500
  • P&R area growth vs syn: 93.3%
  • Register area: 0 sq um
  • Comb area: 932 sq um
  • Clock buffer count: 0
  • Seq cells: 0

Flow run
  • Max-capacitance violation count: 0
  • Log Warnings: 40

Route
  • Ant diodes: 0
  • 1st-pass router iterations: 4
  • DR WL/cell: 14.1 um
  • Post-Route WL: 3680 um
  • 1st-iter DRT viols: 168
  • Vias/cell: 4.72
  • Routed via count: ~1200
  • Remaining DRCs: 0
  • Post-DRT Antenna Nets: 0

Power
  • Leak Pwr: 0.714 nW
  • Total power: 0.000270 W
  • Pwr/cell area: roughly 160 mW/mm^2
  • VDD IR max: 0.0789 mV

Status
  • Status: finished clean

Min path
  • Worst Hold Class: input pin to output pin
cell usage after synthesis, drive strengths merged, types with 2 or more instances:
library cell,number,area [sq um]
mux2,2,22.5
o311ai,2,17.5
buf,9,61.3
inv,7,26.3
o2111ai,2,17.5
nand2b,8,50.1
a21oi,10,50.1
a211oi,11,97.6
nand2,7,26.3
or2,2,12.5
clkbuf,2,7.51
a211o,2,17.5
nor2,13,48.8
a2111oi,2,25.0
ha,8,100
mux2i,3,30.0
o21ai,10,50.0
o22ai,2,12.5
nor3,6,35.0
a31oi,2,12.5
per-stage QoR:
stage	cells	area (sq um)
after global routing	261	1710
after floorplan	128	883
final	261	1710
after CTS	259	1650
after global placement	250	1420
after detailed placement	250	1420
path summary, 6_finish.rpt:
kind              startpoint       end  slack (ns)  cells past startpoint
setup / recovery      col[1]  digit[1]        0.05                      9
hold / removal        col[2]  digit[6]        1.62                      5
area by class of cell:
type,count,share of cell area
multi-input combinational,110,0.546
timing repair buffer,69,0.381
tap,75,0.0549
inverter,7,0.0183
per-layer routing:
| layer | routed length (um) | track usage | up-vias |
|---|---|---|---|
| met5 | 0 | 0 | - |
| met4 | 35 | 0.0101 | 0 |
| met3 | 156 | 0.00498 | 2 |
| met2 | 1750 | 0.117 | 45 |
| met1 | 1750 | 0.102 | 579 |
| li1 | - | - | 607 |
cells in the final DEF, fill, tap and decap left out, types with 3 or more instances in the layout:
master and n:
a21oi_1 9, nor3_2 3, ha_4 4, mux2i_1 3, buf_6 4, nor2_2 4, clkdlybuf4s50_1 3, inv_1 3
nand2b_1 7, a211oi_1 7, buf_2 3, o21ai_0 3, buf_4 43, o21ai_1 7, buf_12 3, dlygate4sd2_1 7
nor3_1 3, a211oi_2 4, nor2_1 9, nand2_1 7
logic make-up after synthesis:
group | share of synthesized area
mux | 0.0595
xor+xnor | 0.00992
compound gates | 0.479
simple gates | 0.231
buf+inv | 0.108
fa+ha+maj | 0.113
critical path: cells and delay by family:
family | cells | cell delay, ns
mux | 1 | 0.12
buf+inv | 4 | 0.59
fa+ha+maj | 1 | 0.21
compound gates | 3 | 0.53
where the power goes:
part           internal, W  switching (W)  total [W]  leakage, nW
logic             0.000144       0.000127   0.000270        0.714
clock network            0              0          0            0
registers                0              0          0            0
repair_timing:
item / CTS / global route
buffers inserted: 6 / 2
gates cloned: 3 / 0
pin swaps: 18 / 5
setup endpoints to repair: 7 / 5
endpoints found under the hold margin: 0 / 0
resized: 58 / 12
Power is estimated from default activity; no workload was simulated.
